`/design/flow/design.v`:
```
module alu #(parameter WORD_W = 8)
            (input logic clock, n_reset, load_REG, ALU_REG, ALU_add, ALU_sub, ALU_xor,
             input logic [WORD_W-1:0] Adata,
             output logic [WORD_W-1:0] Wdata,
             output logic z_flag);
always_comb
  if (Wdata == 0)
    z_flag = 1'b1;
  else
    z_flag = 1'b0;
always_ff @(posedge clock, negedge n_reset)
  begin
  if (!n_reset)
    Wdata <= 0;
  else
    if (load_REG)
      if (ALU_REG)
        begin
        if (ALU_add)
          Wdata <= Wdata + Adata;
        else if (ALU_sub)
          Wdata <= Wdata - Adata;
        else if (ALU_xor)
          Wdata <= Wdata ^ Adata;
        end
      else
        Wdata <= Adata;
  end
endmodule
module buffer #(parameter WORD_W = 8, OP_W = 3)
               (output logic [WORD_W-1:0] Sdata, 
                input logic [WORD_W-1:0] switches,
                input logic clock);
always_ff @(posedge clock)
  Sdata <= switches;
endmodule
module cpu3 #(parameter WORD_W = 8, OP_W = 3)
             (input logic clock, n_reset,
              input logic [WORD_W-1:0] switches,
              output logic [6:0] disp0, disp1);
logic load_REG,  load_IR, ALU_REG, ALU_add, ALU_sub, ALU_xor, INC_PC, load_PC, WE, IMM, z_flag, IND;
logic [OP_W-1:0] op;
logic [WORD_W-OP_W-1:0] branchaddr;
logic [WORD_W-OP_W-1:0] Iaddress;
logic [WORD_W-1:0] Idata;
logic [WORD_W-OP_W-1:0] operand;
logic [WORD_W-OP_W-1:0] Daddress;
logic [WORD_W-1:0] Wdata;
logic [WORD_W-1:0] Rdata;
logic [WORD_W-1:0] Adata;
logic [WORD_W-1:0] Sdata;
logic [WORD_W-1:0] Mdata;
logic [WORD_W-1:0] digits;
always_comb begin
  if (IND)
    Daddress = Wdata;
  else
    Daddress = operand;
end
always_comb begin
  branchaddr = operand;
  if (IMM) 
    Adata = {{OP_W{1'b0}},operand};
  else 
    Adata = Rdata;
end
pc #(.WORD_W(WORD_W), .OP_W(OP_W)) pc0 (.*);
imem #(.WORD_W(WORD_W), .OP_W(OP_W)) imem0 (.*);
ir #(.WORD_W(WORD_W), .OP_W(OP_W)) ir0  (.*);
decoder #(.OP_W(OP_W)) decoder0  (.*);
alu #(.WORD_W(WORD_W)) alu0 (.*);
dmem #(.WORD_W(WORD_W), .OP_W(OP_W)) dmem0 (.*);
register #(.WORD_W(WORD_W), .OP_W(OP_W)) reg0 (.WE(WE && (Daddress == (2**(WORD_W-OP_W) - 2))), .*);
sevenseg d0 (.digit(digits[3:0]), .seg(disp0));
sevenseg d1 (.digit(digits[7:4]), .seg(disp1));
buffer #(.WORD_W(WORD_W), .OP_W(OP_W)) buf0 (.*);
always_comb begin
  if (Daddress == (2**(WORD_W-OP_W) - 1))
    Rdata = Sdata;
  else
    Rdata = Mdata;
end
endmodule
module decoder #(parameter OP_W = 3)
                  (input logic clock, n_reset, z_flag,
                   input logic [OP_W-1:0] op,
                   output logic load_REG, load_PC, load_IR,  ALU_REG, 
                                ALU_add, ALU_sub, ALU_xor, INC_PC, WE, IMM, IND);
enum logic {fetch, execute} Present_State, Next_State;
always_ff @(posedge clock, negedge n_reset)
  begin: seq
    if (!n_reset)
      Present_State <= fetch;
    else
      Present_State <= Next_State;
    end
always_comb
  begin: com
  load_REG = 1'b0;
  load_IR = 1'b0;
  ALU_REG = 1'b0;
  ALU_add = 1'b0;
  ALU_sub = 1'b0;
  ALU_xor = 1'b0;
  INC_PC = 1'b0;
  load_PC = 1'b0;
  IND = 1'b0;
  WE = 1'b0;
  IMM = 1'b0;
  unique case (Present_State)
    fetch:  begin
      load_IR = 1'b1;
      Next_State = execute;
    end
    execute: begin
      load_PC = 1'b1;
      INC_PC = 1'b1;
      unique case (op)
      3'b001: begin
              WE = 1'b1;
              end
      3'b000:  begin
              load_REG = 1'b1;
              end
      3'b100:   begin
              if (z_flag == 1'b0)
                INC_PC = 1'b0;
              end    
      3'b010:   begin
              load_REG = 1'b1;
              ALU_REG = 1'b1;
              ALU_add = 1'b1;
              end    
      3'b011:   begin
              load_REG = 1'b1;
              ALU_REG = 1'b1;
              ALU_sub = 1'b1;
              end 
      3'b101:  begin
              IMM = 1'b1;
              load_REG = 1'b1;
              end
      3'b110:   begin
              load_REG = 1'b1;
              ALU_REG = 1'b1;
              ALU_xor = 1'b1;
              end  
      3'b111: begin
              load_REG = 1'b1;
              IND = 1'b1;
              end
      default:; 
      endcase
      Next_State = fetch;
      end
  endcase
  end
endmodule
module dmem #(parameter WORD_W = 8, OP_W = 3)
               (output logic [WORD_W-1:0] Mdata,
                input logic [WORD_W-1:0] Wdata,
                input logic [WORD_W-OP_W-1:0] Daddress,
                input logic WE, clock);
logic [WORD_W-1:0] mem [0:(2**(WORD_W-OP_W))-1]; 
always_ff @(posedge clock)
  if (WE)
    mem[Daddress] <= Wdata;
always_comb begin
  Mdata = mem[Daddress];
  case (Daddress)
    1: Mdata = 5'b01111;
    2: Mdata = 5'b01001;
    3: Mdata = 5'b11001;
    4: Mdata = 5'b10100;
    5: Mdata = 5'b01101;
    6: Mdata = 5'b01101;
    7: Mdata = 5'b10110;
    8: Mdata = 5'b01011;
    default: Mdata = mem[Daddress];
  endcase
end
endmodule
module imem #(parameter WORD_W = 8, OP_W = 3)
               (input logic [WORD_W-OP_W-1:0] Iaddress,
                output logic [WORD_W-1:0] Idata);
always_comb
  begin
  Idata = 0;
  case (Iaddress)
    0: Idata = {3'b001, 5'd30};  
    1: Idata = {3'b101, 5'd1};   
    2: Idata = {3'b001, 5'd11};  
    3: Idata = {3'b101, 5'd8};  
    4: Idata = {3'b001, 5'd9};  
    5: Idata = {3'b111, 5'b0};  
    6: Idata = {3'b110, 5'd31};  
    7: Idata = {3'b001, 5'd30};  
    8: Idata = {3'b000, 5'd9};
    9: Idata = {3'b011, 5'd11};
    10: Idata = {3'b100, 5'd4};  
    default: Idata = 0;          
  endcase
  end
endmodule
module ir  #(parameter WORD_W = 8, OP_W = 3)
             (input logic clock, n_reset, load_IR,
              input logic[WORD_W-1:0] Idata,
              output logic [WORD_W-OP_W-1:0] operand,
              output logic [OP_W-1:0] op);
logic  [WORD_W-1:0] instr_reg;
always_comb
  {op, operand} = instr_reg;
always_ff @(posedge clock, negedge n_reset)
  begin
  if (!n_reset)
    instr_reg <= 0;
  else
    if (load_IR)
      instr_reg <= Idata;
  end
endmodule
module pc #(parameter WORD_W = 8, OP_W = 3)
               (input logic clock, n_reset, INC_PC, load_PC,
                input logic [WORD_W-OP_W-1:0] branchaddr,
                output logic [WORD_W-OP_W-1:0] Iaddress);
always_ff @(posedge clock, negedge n_reset)
  begin
  if (!n_reset)
    Iaddress <= 0;
  else
    if (load_PC)
      if (INC_PC)
        Iaddress <= Iaddress + 1;
      else
        Iaddress <= branchaddr;
  end
endmodule
module register #(parameter WORD_W = 8, OP_W = 3)
                (output logic [WORD_W-1:0] digits,
                input logic [WORD_W-1:0] Wdata,
                input logic WE, clock);
always_ff @(posedge clock)
  begin
  if (WE) 
    digits <= Wdata;
  end
endmodule
module sevenseg(output logic [6:0] seg, 
                input logic [3:0] digit);
always_comb
  unique case (digit)
    4'b0000 : seg = 7'b1000000;
    4'b0001 : seg = 7'b1111001;
    4'b0010 : seg = 7'b0100100;
    4'b0011 : seg = 7'b0110000;
    4'b0100 : seg = 7'b0011001;
    4'b0101 : seg = 7'b0010010;
    4'b0110 : seg = 7'b0000010;
    4'b0111 : seg = 7'b1111000;
    4'b1000 : seg = 7'b0000000;
    4'b1001 : seg = 7'b0010000;
    4'b1010 : seg = 7'b0001000;
    4'b1011 : seg = 7'b0000011;
    4'b1100 : seg = 7'b1000110;
    4'b1101 : seg = 7'b0100001;
    4'b1110 : seg = 7'b0000110;
    4'b1111 : seg = 7'b0001110;
    default : seg = 7'b1111111;
  endcase
endmodule
```
`/design/flow/run.sh`:
```
#!/bin/bash
# OpenROAD 26Q1-2900-gdf79404cd8, Yosys 0.63+post, stock flow scripts
make -C /OpenROAD-flow-scripts/flow DESIGN_CONFIG=/design/flow/config.mk WORK_HOME=/design/flow/orfs finish
```
`/design/flow/config.mk`:
```
export PLATFORM = sky130hd
export DESIGN_NAME = cpu3
export DESIGN_NICKNAME = cpu3
export VERILOG_FILES = /design/flow/design.v
export SDC_FILE = /design/flow/constraint.sdc
export NUM_CORES = 4
export LEC_CHECK = 1
export CORE_UTILIZATION = 50
```
`/design/flow/constraint.sdc`:
```
current_design cpu3

set clk_period 7.6
set clk_io_pct 0.2

create_clock -name clk0 -period $clk_period [get_ports {clock}]

set non_clock_inputs [all_inputs -no_clocks]
set_input_delay [expr $clk_period * $clk_io_pct] -clock clk0 $non_clock_inputs
set_output_delay [expr $clk_period * $clk_io_pct] -clock clk0 [all_outputs]
```
==> impl_metrics.py <==
# Generated from Yosys and OpenROAD reports
metrics = {
    "detailed_routing": {
        "wl_um": 32800,
        "antennaDiodeCount": 0,
        "via_per_inst": 6.00,
        "drtAntennaViolNets": 0,
        "avgRoutedWirePerCell_um": 22.5,
        "drt-pass1-iter-count": 8,
        "via_count": 8773,
        "drt_iter0_drc": 561,
        "remaining_drc_errors": 0,
    },
    "floorplan": {
        "row_count": 59,
        "core_um2": 26200,
        "fp-utilization_pct": 51.2,
        "die_area_um2": 27500,
        "io_pins": 24,
        "die-height_um": 166,
        "die_w_um": 166,
    },
    "yosys": {
        "ys_async_sr_fraction_pct": 7.43,
        "syn-mean-instance-area_um2": 12.4,
        "syn_inst": 1083,
        "ys.flop_type": "edfxtp_1",
        "ys.flops": 296,
        "yosys-stat-cells": 1083,
        "ys_types": 77,
        "ys_chip_area_um2": 13400,
        "seq_area_frac_synth_pct": 63.7,
        "ys_warn_count": 10,
        "synth-edff-count": 252,
        "netlist_area_um2": 13400,
    },
    "pwr": {
        "p_sw_share_pct": 34.7,
        "power.share.sequential_pct": 40.2,
        "leakagePower_nw": 5.28,
        "combPwrFrac_pct": 32.9,
        "switching_power_mw": 1.85,
        "pwr-share-clk_pct": 26.9,
        "finalPower_mw": 5.32,
        "power-per-cell-area_nw_per_um2": 356,
        "vdd_drop_max_mv": 0.236,
        "p_int_mw": 3.48,
    },
    "timing": {
        "holdWs_ns": 0.532,
        "setup_viol": 0,
        "fin_crit_ns": 6.24,
        "timing.fmax_mhz": 160,
        "hold_viol": 0,
        "grt_setup_unrepaired": "no",
        "fin_ws_ns": 1.36,
        "worstMarginPinSlew_ns": 1.08,
        "relSlewSlack_pct": 26.0,
        "skew_ns": 0.00996,
        "fin_setup_tns_ns": 0,
        "period_used_pct": 82.1,
        "drv_slew": 0,
    },
    "cts": {
        "cts-htree-levels": 1,
        "cts_sinks": 296,
        "clk_pin_slew_ns": 0.05,
        "postCtsSetupRepairBufs": 0,
        "cts_tree": "yes",
        "cts_made_buffers": 31,
        "cts.path.max_buffers": 3,
        "insertion_delay_ns": 0.55,
        "post_cts_resized": 0,
        "hold_buffers": 0,
        "root_buffer": "clkbuf_16",
    },
    "worst_hold_path": {
        "hold_class": "reg2reg",
    },
    "setup_path": {
        "worstSetupEndpointType": "flip-flop",
        "reg2reg_slack_ns": 1.36,
        "arrival_ns": 6.69,
        "worstPathRequired_ns": 8.05,
        "crit_type": "reg2reg",
        "critPathLaunchType": "flip-flop",
        "cp_max_fo": 21,
    },
    "cells_and_area": {
        "seq_area_um2": 8560,
        "final_core_util_pct": 57.1,
        "syn_to_final_growth_pct": 11.4,
        "logic_area_um2": 4480,
        "drive_above_1_share_pct": 9.05,
        "top_register": "dmem0.mem",
        "n_fill_cell": 2059,
        "final_cell_area_um2": 15000,
        "largest_reg_flops": 244,
        "finalNonFillerCells": 1462,
    },
    "place": {
        "dp_slack_ns": 1.51,
        "placed_area_um2": 14000,
        "place_hpwl_um": 20600,
        "place_congestion": 0.917,
        "io_buffers": 23,
        "dp.cells": 1410,
    },
    "global_routing": {
        "grt_pass1_wl_um": 51500,
        "track_usage_pct": 26.7,
        "grt_max_degree": 62,
        "grt-ovfl-total": 0,
        "antenna_found_initial": 0,
        "grt_pass1_vias": 8655,
    },
    "run_status": {
        "outcome": "finished, final reports clean",
    },
    "job": {
        "drv_cap": 0,
        "warning_count": 48,
    },
}
-- synthesized netlist by cell type, types with 5 or more instances --
library cell | n | share of area [%]
edfxtp_1 | 252 | 56
nand2_1 | 178 | 5.0
nand3_1 | 68 | 2.5
mux2i_1 | 67 | 5.0
nor2_1 | 66 | 1.8
a21oi_1 | 63 | 2.3
ha_1 | 33 | 3.1
o21ai_0 | 30 | 1.1
clkbuf_1 | 28 | 0.78
inv_1 | 27 | 0.75
dfrtp_1 | 22 | 4.1
dfxtp_1 | 22 | 3.3
o22ai_1 | 13 | 0.61
a211oi_1 | 12 | 0.67
buf_2 | 11 | 0.41
nor3_1 | 10 | 0.37
buf_4 | 9 | 0.50
nand2b_1 | 9 | 0.42
nand4_1 | 8 | 0.37
nor4_1 | 8 | 0.37
o211ai_1 | 8 | 0.45
o21bai_1 | 8 | 0.45
a2111oi_0 | 7 | 0.46
mux2_2 | 7 | 0.59
and2_1 | 6 | 0.28
mux4_2 | 6 | 1.0
buf_6 | 5 | 0.42
or2_2 | 5 | 0.23
xnor2_1 | 5 | 0.33
-- final timing paths --
kind                                              start                            to  cells after the start
hold reg to reg             pc0.Iaddress[4]$_DFFE_PN0P_  ir0.instr_reg[4]$_DFFE_PN0N_                      1
min in group asynchronous                       n_reset   pc0.Iaddress[3]$_DFFE_PN0P_                      2
setup reg to reg           ir0.instr_reg[5]$_DFFE_PN0N_     alu0.Wdata[7]$_DFFE_PN0P_                     13
setup / recovery           ir0.instr_reg[5]$_DFFE_PN0N_     alu0.Wdata[7]$_DFFE_PN0P_                     13
max in group asynchronous                       n_reset     alu0.Wdata[6]$_DFFE_PN0P_                      2
hold / removal              pc0.Iaddress[4]$_DFFE_PN0P_  ir0.instr_reg[4]$_DFFE_PN0N_                      1
-- layout make-up --
cell class	instances	share of cell area [%]
Sequential cell	296	57.2
Inverter	27	0.678
Clock buffer	42	5.53
Multi-Input combinational cell	702	30.0
Clock inverter	10	0.820
Tap cell	335	2.80
Timing Repair Buffer	50	2.98
-- power groups by stage --
stage	logic, mW	clock network (mW)	registers [mW]
4_1_cts	1.75	1.46	2.14
6_report	1.75	1.43	2.14
5_1_grt	1.95	1.53	2.15
-- cells by family after synthesis --
group | count (synthesis) | synth area share, %
xor gates and xnor gates | 6 | 0.391
adders and majority gates | 35 | 3.37
muxes | 84 | 7.01
DFF | 296 | 63.7
buffers and inverters | 85 | 3.09
and+or+nand+nor | 387 | 13.2
AOI/OAI and AO/OA | 190 | 9.24
-- metal layers --
metal  global-route usage, %  routed length [um]  up-vias
met4                    5.81                 873        0
met3                    9.66                3180       54
met2                    37.8               14700      368
met1                    44.0               14100     4274
met5                       0                   0        -
li1                        -                   -     4077
-- cell usage in the layout (no fill, tap or decap), types with 5 or more instances in the layout --
cell,synthesis,layout
clkdlybuf4s50_1,0,23
clkbuf_16,0,31
xnor2_1,5,5
o211ai_1,8,8
o21ai_0,30,30
nand2b_1,9,9
nand2_1,178,178
or2_2,5,5
mux2i_1,67,66
a2111oi_0,7,7
nor2_1,66,66
clkinv_2,0,5
dfxtp_1,22,22
nand4_1,8,8
o22ai_1,13,13
a211oi_1,12,12
buf_4,9,26
mux4_2,6,6
dfrtp_1,22,22
nor3_1,10,10
nand3_1,68,68
and2_1,6,6
edfxtp_1,252,252
mux2_2,7,7
nor4_1,8,8
inv_1,27,27
a21oi_1,63,63
o21bai_1,8,8
ha_1,33,33
clkbuf_1,28,10
-- worst max-delay path, stage by stage (launching register included) --
cell and delay, ns:
dfrtp_1 0.82, nand4_4 0.51, mux2i_1 0.98, or2_0 0.82
a21oi_1 0.12, nor4_1 0.75, a31oi_1 0.31, ha_1 0.41
nor3b_1 0.16, a2111oi_0 0.53, o211ai_1 0.23, nand3_1 0.13
mux2i_1 0.07, nor4_1 0.27
Power figures rest on the tool's default switching activity, not on a simulated workload.
