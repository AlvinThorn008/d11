<file path="run.sh">
#!/bin/bash
# OpenROAD 26Q1-2900-gdf79404cd8, Yosys 0.63+post, stock flow scripts
make -C /OpenROAD-flow-scripts/flow DESIGN_CONFIG=/design/flow/config.mk WORK_HOME=/design/flow/orfs finish
</file>
<file path="config.mk">
export PLATFORM = sky130hd
export DESIGN_NAME = cpu2
export DESIGN_NICKNAME = cpu2
export VERILOG_FILES = /design/flow/design.v
export SDC_FILE = /design/flow/constraint.sdc
export NUM_CORES = 4
export LEC_CHECK = 1
export CORE_UTILIZATION = 40
</file>
<file path="constraint.sdc">
current_design cpu2

set clk_period 7.9
set clk_io_pct 0.2

create_clock -name clk0 -period $clk_period [get_ports {clock}]

set non_clock_inputs [all_inputs -no_clocks]
set_input_delay [expr $clk_period * $clk_io_pct] -clock clk0 $non_clock_inputs
set_output_delay [expr $clk_period * $clk_io_pct] -clock clk0 [all_outputs]
</file>
<file path="design.v">
module alu #(parameter WORD_W = 8)
            (input logic clock, n_reset, load_REG, ALU_REG, ALU_add, ALU_sub, ALU_xor,
             input logic [WORD_W-1:0] Adata,
             output logic [WORD_W-1:0] Wdata,
             output logic z_flag);
always_comb
  if (Wdata == 0)
    z_flag = 1'b1;
  else
    z_flag = 1'b0;
always_ff @(posedge clock, negedge n_reset)
  begin
  if (!n_reset)
    Wdata <= 0;
  else
    if (load_REG)
      if (ALU_REG)
        begin
        if (ALU_add)
          Wdata <= Wdata + Adata;
        else if (ALU_sub)
          Wdata <= Wdata - Adata;
        else if (ALU_xor)
          Wdata <= Wdata ^ Adata;
        end
      else
        Wdata <= Adata;
  end
endmodule
module buffer #(parameter WORD_W = 8, OP_W = 3)
               (output logic [WORD_W-1:0] Sdata, 
                input logic [WORD_W-1:0] switches,
                input logic clock);
always_ff @(posedge clock)
  Sdata <= switches;
endmodule
module cpu2 #(parameter WORD_W = 8, OP_W = 3)
             (input logic clock, n_reset,
              input logic [WORD_W-1:0] switches,
              output logic [6:0] disp0, disp1);
logic load_REG,  load_IR, ALU_REG, ALU_add, ALU_sub, ALU_xor, INC_PC, load_PC, WE, IMM, z_flag, IND;
logic [OP_W-1:0] op;
logic [WORD_W-OP_W-1:0] branchaddr;
logic [WORD_W-OP_W-1:0] Iaddress;
logic [WORD_W-1:0] Idata;
logic [WORD_W-OP_W-1:0] operand;
logic [WORD_W-OP_W-1:0] Daddress;
logic [WORD_W-1:0] Wdata;
logic [WORD_W-1:0] Rdata;
logic [WORD_W-1:0] Adata;
logic [WORD_W-1:0] Sdata;
logic [WORD_W-1:0] Mdata;
logic [WORD_W-1:0] digits;
always_comb
  begin
  branchaddr = operand;
  Daddress = operand;
  if (IMM) 
    Adata = {{OP_W{1'b0}},operand};
  else 
    Adata = Rdata;
  end 
pc #(.WORD_W(WORD_W), .OP_W(OP_W)) pc0 (.*);
imem #(.WORD_W(WORD_W), .OP_W(OP_W)) imem0 (.*);
ir #(.WORD_W(WORD_W), .OP_W(OP_W)) ir0  (.*);
decoder #(.OP_W(OP_W)) decoder0  (.*);
alu #(.WORD_W(WORD_W)) alu0 (.*);
dmem #(.WORD_W(WORD_W), .OP_W(OP_W)) dmem0 (.*);
register #(.WORD_W(WORD_W), .OP_W(OP_W)) reg0 (.WE(WE && (Daddress == (2**(WORD_W-OP_W) - 2))), .*);
sevenseg d0 (.digit(digits[3:0]), .seg(disp0));
sevenseg d1 (.digit(digits[7:4]), .seg(disp1));
buffer #(.WORD_W(WORD_W), .OP_W(OP_W)) buf0 (.*);
always_comb begin
  if (Daddress == (2**(WORD_W-OP_W) - 1))
    Rdata = Sdata;
  else
    Rdata = Mdata;
end
endmodule
module decoder #(parameter OP_W = 3)
                  (input logic clock, n_reset, z_flag,
                   input logic [OP_W-1:0] op,
                   output logic load_REG, load_PC, load_IR,  ALU_REG, 
                                ALU_add, ALU_sub, ALU_xor, INC_PC, WE, IMM, IND);
enum logic {fetch, execute} Present_State, Next_State;
always_ff @(posedge clock, negedge n_reset)
  begin: seq
    if (!n_reset)
      Present_State <= fetch;
    else
      Present_State <= Next_State;
    end
always_comb
  begin: com
  load_REG = 1'b0;
  load_IR = 1'b0;
  ALU_REG = 1'b0;
  ALU_add = 1'b0;
  ALU_sub = 1'b0;
  ALU_xor = 1'b0;
  INC_PC = 1'b0;
  load_PC = 1'b0;
  IND = 1'b0;
  WE = 1'b0;
  IMM = 1'b0;
  unique case (Present_State)
    fetch:  begin
      load_IR = 1'b1;
      Next_State = execute;
    end
    execute: begin
      load_PC = 1'b1;
      INC_PC = 1'b1;
      unique case (op)
      3'b001: begin
              WE = 1'b1;
              end
      3'b000:  begin
              load_REG = 1'b1;
              end
      3'b100:   begin
              if (z_flag == 1'b0)
                INC_PC = 1'b0;
              end    
      3'b010:   begin
              load_REG = 1'b1;
              ALU_REG = 1'b1;
              ALU_add = 1'b1;
              end    
      3'b011:   begin
              load_REG = 1'b1;
              ALU_REG = 1'b1;
              ALU_sub = 1'b1;
              end 
      3'b101:  begin
              IMM = 1'b1;
              load_REG = 1'b1;
              end
      3'b110:   begin
              load_REG = 1'b1;
              ALU_REG = 1'b1;
              ALU_xor = 1'b1;
              end  
      3'b111: begin
              load_REG = 1'b1;
              IND = 1'b1;
              end
      default:; 
      endcase
      Next_State = fetch;
      end
  endcase
  end
endmodule
module dmem #(parameter WORD_W = 8, OP_W = 3)
               (output logic [WORD_W-1:0] Mdata,
                input logic [WORD_W-1:0] Wdata,
                input logic [WORD_W-OP_W-1:0] Daddress,
                input logic WE, clock);
logic [WORD_W-1:0] mem [0:(2**(WORD_W-OP_W))-1]; 
always_ff @(posedge clock)
  if (WE)
    mem[Daddress] <= Wdata;
always_comb begin
  Mdata = mem[Daddress];
  case (Daddress)
    1: Mdata = 5'b01111;
    2: Mdata = 5'b01001;
    3: Mdata = 5'b11001;
    4: Mdata = 5'b10100;
    5: Mdata = 5'b01101;
    6: Mdata = 5'b01101;
    7: Mdata = 5'b10110;
    8: Mdata = 5'b01011;
    default: Mdata = mem[Daddress];
  endcase
end
endmodule
module imem #(parameter WORD_W = 8, OP_W = 3)
               (input logic [WORD_W-OP_W-1:0] Iaddress,
                output logic [WORD_W-1:0] Idata);
always_comb
  begin
  Idata = 0;
  case (Iaddress)
    0: Idata = {3'b001, 5'd30};  
    1: Idata = {3'b101, 5'd1};   
    2: Idata = {3'b001, 5'd11};  
    3: Idata = {3'b101, 5'd8};  
    4: Idata = {3'b001, 5'd9};  
    5: Idata = {3'b111, 5'b0};  
    6: Idata = {3'b110, 5'd31};  
    7: Idata = {3'b001, 5'd30};  
    8: Idata = {3'b000, 5'd9};
    9: Idata = {3'b011, 5'd11};
    10: Idata = {3'b100, 5'd4};  
    default: Idata = 0;          
  endcase
  end
endmodule
module ir  #(parameter WORD_W = 8, OP_W = 3)
             (input logic clock, n_reset, load_IR,
              input logic[WORD_W-1:0] Idata,
              output logic [WORD_W-OP_W-1:0] operand,
              output logic [OP_W-1:0] op);
logic  [WORD_W-1:0] instr_reg;
always_comb
  {op, operand} = instr_reg;
always_ff @(posedge clock, negedge n_reset)
  begin
  if (!n_reset)
    instr_reg <= 0;
  else
    if (load_IR)
      instr_reg <= Idata;
  end
endmodule
module pc #(parameter WORD_W = 8, OP_W = 3)
               (input logic clock, n_reset, INC_PC, load_PC,
                input logic [WORD_W-OP_W-1:0] branchaddr,
                output logic [WORD_W-OP_W-1:0] Iaddress);
always_ff @(posedge clock, negedge n_reset)
  begin
  if (!n_reset)
    Iaddress <= 0;
  else
    if (load_PC)
      if (INC_PC)
        Iaddress <= Iaddress + 1;
      else
        Iaddress <= branchaddr;
  end
endmodule
module register #(parameter WORD_W = 8, OP_W = 3)
                (output logic [WORD_W-1:0] digits,
                input logic [WORD_W-1:0] Wdata,
                input logic WE, clock);
always_ff @(posedge clock)
  begin
  if (WE) 
    digits <= Wdata;
  end
endmodule
module sevenseg(output logic [6:0] seg, 
                input logic [3:0] digit);
always_comb
  unique case (digit)
    4'b0000 : seg = 7'b1000000;
    4'b0001 : seg = 7'b1111001;
    4'b0010 : seg = 7'b0100100;
    4'b0011 : seg = 7'b0110000;
    4'b0100 : seg = 7'b0011001;
    4'b0101 : seg = 7'b0010010;
    4'b0110 : seg = 7'b0000010;
    4'b0111 : seg = 7'b1111000;
    4'b1000 : seg = 7'b0000000;
    4'b1001 : seg = 7'b0010000;
    4'b1010 : seg = 7'b0001000;
    4'b1011 : seg = 7'b0000011;
    4'b1100 : seg = 7'b1000110;
    4'b1101 : seg = 7'b0100001;
    4'b1110 : seg = 7'b0000110;
    4'b1111 : seg = 7'b0001110;
    default : seg = 7'b1111111;
  endcase
endmodule
</file>
==> out/results.ini <==
[final_timing]
slew_headroom_pct = 39.7
rsz0062_at_grt = false
setup_viol = 0
whs_ns = 0.547
tns_ns = 0
setup_ws_ns = 2.79
fin_worst_skew_ns = 0.0174
tightest_slew_ns = 0.900
finalCritPeriodShare_pct = 64.7
final.min_clock_period_ns = 5.11
max_freq_mhz = 196
final-hold-violation-count = 0
finalMaxSlewViolations = 0

[clock_network]
cts.htree.levels = 1
path_clk_slew_ns = 0.06
cts_hold_buf = 0
cts_root_buffer = clkbuf_16
cts.sinks = 300
cts_tree = yes
ctsResizeCount = 0
cts_buffer_depth = 3
cts_buffers = 30
post_cts_buffers = 0
clock_latency_ns = 0.56

[drt]
dr.pass1.iters = 5
wirelength_um = 29000
vias_per_cell = 5.57
drc_errors = 0
ant_nets = 0
dr.first_iter.drc_count = 525
insertedDiodeCount = 0
via_count = 7424
drt-wirelength-per-cell_um = 21.8

[cells_and_area]
final_cell_mix = 256 x edfxtp_1, 68 x nor2_1, 40 x mux4_2, 37 x o21ai_0, 34 x nand2_1
layout_top_cell = edfxtp_1
register_area_um2 = 8690
combGateArea_um2 = 4070
fin_area_um2 = 14800
largest_register_ff_count = 248
areaGrowthSynthToFinish_pct = 12.0
num-fill-cells = 2814
top_register = dmem0.mem
drive_above_1_share_pct = 16.0

[worst_setup_path]
worstPathCellList = buf_4, or4b_2, o21ai_0, a2bb2oi_1, o221ai_1, or4_1, a21oi_2, inv_1, ha_1, or3_1, a2111oi_0, o311ai_0, o41ai_1, a21oi_1, or2_2, o211ai_1
rr_startpoint = ir0.instr_reg[0]
worstSetupStartpointType = register
path_max_fanout = 39
critPathMaxStageDelay_ns = 0.79
crit_slowest_cell = dfrtp_4
end_kind = register
cp.required_ns = 8.37
ff2ff_setup_slack_ns = 2.79
rr_endpoint = alu0.Wdata[7]
crit_type = register to register
cp.arrival_ns = 5.59
r2r_cells = 16

[min_path]
hold_depth = 2
hold_start = pc0.Iaddress[4]
min_to = pc0.Iaddress[4]
min_path_type = register to register

[synth]
yosys_area_um2 = 13200
yosysCellCount = 834
numSynthFlops = 300
synth_top_cell_by_area = edfxtp_1
async_flop_share_pct = 7.33
synth_cell_types = 78
ff_type = edfxtp_1
netlist_area_um2 = 13200
top_cell_area_share_pct = 58.2
synthCells = 834
yosys_warnings = 10
synth_area_per_cell_um2 = 15.8
synth-edff-count = 256
synth_seq_share_pct = 65.7
topCellsByArea = edfxtp_1 58%, mux4_2 6.8%, dfrtp_1 4.2%

[run]
drv_cap = 0
tool_warnings = 48

[placed_design]
dp_hpwl_um = 18100
gp_congestion = 0.946
io_buffer_count = 23
preCtsSetupSlack_ns = 2.86
placed_area_um2 = 13800

[global_route]
antenna_found_initial = 0
grt_pass1_vias = 7497
grt_pass1_wl_um = 44600
grt_start_max_net_pins = 54
gr-usage-all-layers_pct = 19.1
grt-ovfl-total = 0

[floorplanning]
io_pins = 24
core_um2 = 32500
fp_util_pct = 40.6
die_h_um = 184
die-area_um2 = 33700
dieWidth_um = 184
rows = 66

[outcome]
status = completed

[power_and_ir_drop]
leakagePower_nw = 5.00
pwr_density_cell_nw_per_um2 = 371
ir_worst_vdd_mv = 0.177

## cells in the mapped netlist (4+ instances only)
cell type / number
a22o_1: 6
o21ai_1: 5
buf_2: 13
a21oi_1: 26
xor2_1: 5
dfxtp_1: 22
nor4_1: 4
o21bai_1: 4
clkbuf_8: 8
nand3_1: 16
nand2b_1: 4
edfxtp_1: 256
inv_1: 30
o21ai_0: 37
o22ai_1: 27
o221ai_1: 4
mux2_2: 12
nand2_1: 34
buf_6: 9
mux4_1: 16
mux4_2: 40
a22oi_1: 4
a211oi_1: 8
nor2b_1: 8
nor2_1: 68
dfrtp_1: 22
ha_1: 33
nor3_1: 7
mux2i_1: 20
clkbuf_1: 7
## logic make-up (layout without fill, tap and decap cells)
group,Yosys count,after routing,synth area share (%)
AOI/OAI and AO/OA,160,160,8.05
xor gates and xnor gates,6,6,0.398
adders and majority gates,35,35,3.43
buffers and inverters,73,129,3.50
DFF,300,300,65.7
muxes,88,88,12.5
and+or+nand+nor,172,172,6.36
## worst max-delay path, delay by kind of cell (launching register included)
| family | cells | cell delay (ns) |
|---|---|---|
| compound gates | 9 | 1.79 |
| fa+ha+maj | 1 | 0.23 |
| buf+inv | 2 | 0.75 |
| flops | 1 | 0.79 |
| simple gates | 4 | 1.41 |
## per-stage QoR
stage	util (%)	total power [W]	std cells
2_1_floorplan	-	0.00359	834
3_3_place_gp	42.4	0.00410	1276
3_5_place_dp	42.4	0.00410	1276
4_1_cts	45.4	0.00552	1332
5_1_grt	45.4	0.00578	1332
6_report	45.4	0.00548	1332
## power breakdown
part | internal [W] | total (W) | switching, W
combinational | 0.000760 | 0.00191 | 0.00115
clock | 0.000821 | 0.00141 | 0.000588
sequential | 0.00200 | 0.00216 | 0.000157
## per-layer routing
layer  track usage [%]  vias to the layer above  share of wire [%]
li1                  -                     3360                  -
met5                 0                        -                  0
met4              3.90                        0                2.5
met3              10.3                       51                 13
met1              26.7                     3669                 38
met2              28.2                      344                 46
## worst max path at each step
stage                 from             to  slack [ns]  cells past startpoint
6_report  ir0.instr_reg[0]  alu0.Wdata[7]        2.79                     16
5_1_grt   ir0.instr_reg[0]  alu0.Wdata[7]        2.36                     16
4_1_cts   ir0.instr_reg[0]  alu0.Wdata[7]        2.80                     16
## final cells by class
cell class                 instances  area share [%]
timing repair buffer              42            2.52
sequential                       300            58.8
clock inverter                    26            1.62
inverter                          31           0.787
tap                              442            3.74
multi-input combinational        461            27.5
clock buffer                      30            5.08
Power and IR drop assume default switching activity.
